$ cat flow/config.mk
export PLATFORM = sky130hd
export DESIGN_NAME = redmule_mx_fifo
export DESIGN_NICKNAME = redmule_mx_fifo
export VERILOG_FILES = /design/flow/design.v
export SDC_FILE = /design/flow/constraint.sdc
export NUM_CORES = 4
export LEC_CHECK = 1
export CORE_UTILIZATION = 30
$ cat flow/constraint.sdc
current_design redmule_mx_fifo

set clk_period 26.4
set clk_io_pct 0.2

create_clock -name clk0 -period $clk_period [get_ports {clk_i}]

set non_clock_inputs [all_inputs -no_clocks]
set_input_delay [expr $clk_period * $clk_io_pct] -clock clk0 $non_clock_inputs
set_output_delay [expr $clk_period * $clk_io_pct] -clock clk0 [all_outputs]
$ cat flow/design.v
module redmule_mx_fifo #(
  parameter int unsigned DATA_WIDTH = 192,   
  parameter int unsigned FIFO_DEPTH = 4,
  parameter int unsigned BITW = 16,
  localparam int unsigned NUM_LANES = DATA_WIDTH / BITW
)(
  input  logic                    clk_i,
  input  logic                    rst_ni,
  input  logic                    clear_i,
  input  logic                    push_i,
  output logic                    grant_o,
  input  logic [NUM_LANES-1:0][BITW-1:0] data_i,
  input  logic                    pop_i,
  output logic                    valid_o,
  output logic [NUM_LANES-1:0][BITW-1:0]   data_o
);
  logic [NUM_LANES-1:0][BITW-1:0] fifo_mem [FIFO_DEPTH];
  logic [$clog2(FIFO_DEPTH):0] wr_ptr, rd_ptr;
  wire full  = (wr_ptr[$clog2(FIFO_DEPTH)] != rd_ptr[$clog2(FIFO_DEPTH)]) &&
               (wr_ptr[$clog2(FIFO_DEPTH)-1:0] == rd_ptr[$clog2(FIFO_DEPTH)-1:0]);
  wire empty = (wr_ptr == rd_ptr);
  assign grant_o = ~full;
  assign valid_o = ~empty;
  assign data_o  = fifo_mem[rd_ptr[$clog2(FIFO_DEPTH)-1:0]];
  always_ff @(posedge clk_i or negedge rst_ni) begin
    if (!rst_ni) begin
      wr_ptr <= '0;
      rd_ptr <= '0;
    end else if (clear_i) begin
      wr_ptr <= '0;
      rd_ptr <= '0;
    end else begin
      if (push_i && grant_o) begin
        fifo_mem[wr_ptr[$clog2(FIFO_DEPTH)-1:0]] <= data_i;
        wr_ptr <= wr_ptr + 1;
      end
      if (pop_i && valid_o) begin
        rd_ptr <= rd_ptr + 1;
      end
    end
  end
endmodule
$ cat flow/run.sh
#!/bin/bash
# OpenROAD 26Q1-2900-gdf79404cd8, Yosys 0.63+post, stock flow scripts
make -C /OpenROAD-flow-scripts/flow DESIGN_CONFIG=/design/flow/config.mk WORK_HOME=/design/flow/orfs finish
==> flow_metrics.py <==
# Physical implementation metrics
metrics = {
    "status": {
        "status": "finished, final reports clean",
    },
    "routing": {
        "ant_nets": 0,
        "wirelength_mm": 65.6,
        "first_pass_iters": 9,
        "wl_per_cell_um": 20.3,
        "drcViolationCount": 0,
        "met3_length_mm": 8.78,
        "vias": 15300,
        "vias_per_cell": 4.74,
        "routed.top_layer": "met5",
        "drt_iter0_markers": 1293,
        "wl_met1_mm": 23.8,
        "met2_length_mm": 31.3,
    },
    "power": {
        "power.internal_mw": 2.42,
        "powerDensity_nw_per_um2": 88.0,
        "p_clk_share_pct": 33.9,
        "power.switching_uw": 800,
        "ir_drop_mv": 0.0581,
        "combPwrFrac_pct": 21.4,
        "p_leak_nw": 13.0,
        "p_seq_share_pct": 44.7,
        "swShare_pct": 24.9,
    },
    "worst_hold_path": {
        "holdCritPathClass": "reg -> reg",
        "worst_hold_path.num_cells": 2,
        "whs_endpoint": "rd_ptr[2]",
        "hp-start": "rd_ptr[2]",
    },
    "floorplan": {
        "coreArea_sq_um": 93900,
        "ioPinCount": 391,
        "die_y_um": 311,
        "dieArea_sq_um": 96600,
        "rows": 112,
        "die_x_um": 311,
        "initCoreUtil_pct": 30.5,
    },
    "worst_setup_path": {
        "cp_max_fo": 42,
        "timing.critical_path.mode_cell": "buf_4",
        "path_delay_family": "buffers and inverters",
        "worstPathCellList": "inv_1 > ha_4 > buf_4 > buf_4 > buf_4 > mux2i_1 > clkdlybuf4s50_1",
        "r2r_slack_ns": 22.74,
        "r2r.worst_path.cells": 5,
        "r2r_start": "rd_ptr[1]",
        "slowest_stage": "buf_4",
        "cp_num_buf_inv": 5,
        "crit_arrival_ns": 4.56,
        "path_class": "reg -> out",
        "cp-start-kind": "flip-flop",
        "reg2reg_to": "fifo_mem[0][164]",
        "crit_path_end_kind": "output pin",
        "cp.required_ns": 21.12,
        "critPathMaxStageDelay_ns": 0.72,
    },
    "grt": {
        "antenna_found_initial": 17,
        "track_usage_pct": 14.2,
        "gr-total-overflow": 0,
        "grt_pass1_wl_mm": 97.8,
        "grt_pass1_vias": 16100,
        "grt_max_degree": 56,
    },
    "timing": {
        "relSlewSlack_pct": 43.9,
        "grt_setup_unrepaired": "no",
        "setup_viol_count_final": 0,
        "tightest_slew_ns": 0.841,
        "finalClockPeriodUsage_pct": 37.3,
        "hold_viol": 0,
        "max_freq_ghz": 0.102,
        "min_period_ns": 9.84,
        "fin_worst_skew_ns": 0.0240,
        "fin_tns_setup_ns": 0,
        "slew_violations": 0,
    },
    "synthesis": {
        "ff_type": "edfxtp_1",
        "edf_count": 768,
        "ys_warn_count": 2,
        "ys_ff": 774,
        "synth.avg_cell_area_sq_um": 19.0,
        "postSynthSeqShare_pct": 81.2,
        "netlist-cell-type-count": 29,
        "synthArstFlopShare_pct": 0.775,
        "synth_stat.cells": 1502,
        "synth_area_sq_um": 28600,
        "syn_inst": 1502,
        "synth_chip_area_sq_um": 28600,
    },
    "placed_design": {
        "place_inst": 3090,
        "io_buffers": 390,
        "dpl.hpwl_mm": 38.7,
        "gp_congestion": 0.793,
    },
    "cts": {
        "cts_made_buffers": 82,
        "cts_root_buffer": "clkbuf_16",
        "clk_pin_slew_ns": 0.06,
        "h-tree-depth": 3,
        "clock-sinks": 774,
        "hold_buffers": 0,
        "cts_setup_buffers": 0,
        "cts_tree": "built",
        "cts_resized": 0,
        "clock_latency_ns": 0.64,
        "clock_path_buffers": 3,
    },
    "job": {
        "cap_violations": 0,
        "tool_warnings": 31,
    },
    "final_layout": {
        "syn2layout_area_growth_pct": 27.8,
        "drive_gt1_share_pct": 7.98,
        "final_core_util_pct": 38.9,
        "stdcell_count": 3237,
    },
}
[stage by stage]
| step | total power [mW] | setup slack (ns) | hold WS, ns | area (sq um) |
|---|---|---|---|---|
| detailed placement | 2.16 | 17.18 | 0.618 | 34000 |
| finish | 3.22 | 16.56 | 0.625 | 36600 |
| floorplan | 1.78 | 15.70 | 0.577 | 28600 |
| global route | 3.35 | 16.30 | 0.674 | 36600 |
| CTS | 3.26 | 16.45 | 0.623 | 36600 |
| global placement | 2.16 | 17.26 | 0.594 | 34000 |
[worst min-delay path, cell delays in order, from the launching register on]
cell	delay [ns]
dfrtp_1	0.43
nand2_1	0.08
a31oi_1	0.06
[cell usage in the layout, fill, tap and decap left out, drive strengths merged]
| master | count |
|---|---|
| o211ai | 2 |
| diode | 3 |
| clkinv | 32 |
| a31oi | 3 |
| and2 | 4 |
| inv | 204 |
| a211o | 2 |
| o211a | 1 |
| a311oi | 1 |
| mux2i | 192 |
| nand4 | 4 |
| a41oi | 1 |
| a22oi | 2 |
| buf | 33 |
| and3 | 1 |
| xnor2 | 3 |
| bufinv | 5 |
| clkdlybuf4s50 | 390 |
| edfxtp | 768 |
| dfrtp | 6 |
| o21ai | 3 |
| ha | 8 |
| nor2 | 1 |
| a222oi | 192 |
| nor2b | 2 |
| clkbuf | 97 |
| clkinvlp | 4 |
| or4 | 1 |
| nand3 | 5 |
| nand2 | 8 |
| nor3b | 2 |
| xor2 | 3 |
[per-layer routing]
metal,vias to the layer above,global-route usage [%]
met2,792,21.8
li1,6951,-
met4,28,3.20
met3,124,8.70
met5,-,0.296
met1,7440,17.3
[state kept, by name, indices dropped and copies added, names as in the netlist]
name	flops
rd_ptr	3
wr_ptr	3
fifo_mem	768
[logic make-up after synthesis]
logic type / Yosys count / share of synthesized area, %
compound gates: 207 / 7.12
xor+xnor: 6 / 0.184
fa+ha+maj: 8 / 0.350
buf+inv: 287 / 3.94
flops: 774 / 81.2
mux: 192 / 6.72
simple gates: 28 / 0.525
[final cells by class]
| class | count | area (sq um) |
|---|---|---|
| fill | 8294 | 57300 |
| sequential | 774 | 23200 |
| multi-input combinational | 441 | 4320 |
| timing repair buffer | 423 | 4150 |
| clock buffer | 97 | 2170 |
| tap | 1254 | 1570 |
| inverter | 198 | 743 |
| clock inverter | 47 | 387 |
| antenna | 3 | 7.51 |
[worst max path at each step]
stage | slack, ns | start | depth (start not counted) | to
6_report | 16.56 | rd_ptr[1] | 7 | data_o[170]
5_1_grt | 16.30 | rd_ptr[1] | 7 | data_o[170]
4_1_cts | 16.45 | rd_ptr[1] | 7 | data_o[170]
[Yosys cell counts, types with 3 or more instances]
cell	n	share of area, %
edfxtp_1	768	81
inv_1	198	2.6
a222oi_1	192	6.7
mux2i_1	192	6.7
clkbuf_1	46	0.60
buf_2	33	0.58
buf_1	9	0.12
ha_1	8	0.35
nand2_1	8	0.11
dfrtp_1	6	0.52
nand3_1	5	0.087
and2_1	4	0.087
nand4_1	4	0.087
a31oi_1	3	0.066
o21ai_0	3	0.052
xnor2_1	3	0.092
xor2_1	3	0.092
[power groups by stage]
stage | combinational (mW) | clock, mW | sequential (mW)
finish | 0.689 | 1.09 | 1.44
global route | 0.746 | 1.17 | 1.44
CTS | 0.706 | 1.12 | 1.44
No activity file was given, so power comes from the tool's default toggle rates.
